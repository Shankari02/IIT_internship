$ cat design/flow/config.mk
export PLATFORM = sky130hd
export DESIGN_NAME = transmission
export DESIGN_NICKNAME = transmission
export VERILOG_FILES = /design/flow/design.v
export SDC_FILE = /design/flow/constraint.sdc
export NUM_CORES = 4
export LEC_CHECK = 1
export CORE_UTILIZATION = 30
$ cat design/flow/constraint.sdc
current_design transmission

set clk_period 4.0
set clk_io_pct 0.2

create_clock -name clk0 -period $clk_period [get_ports {i_Clock}]

set non_clock_inputs [all_inputs -no_clocks]
set_input_delay [expr $clk_period * $clk_io_pct] -clock clk0 $non_clock_inputs
set_output_delay [expr $clk_period * $clk_io_pct] -clock clk0 [all_outputs]
$ cat design/flow/design.v
module transmission (
    input        i_Clock,         
    input        i_Rx_Serial,     
	 input        i_Enable,        
    output reg [7:0] i_Data_Out,    
    output reg [7:0] q_Data_Out,    
    output reg       i_LED,        
	 output reg       q_LED
);
  parameter CLKS_PER_BIT = 10;   
  parameter HOLD_DELAY   = 1;  
  reg [7:0]  r_Clock_Count = 0;
  reg [2:0]  r_Bit_Index   = 0;
  reg [7:0]  r_Rx_Byte     = 0;
  reg [2:0]  r_SM_Main     = 0;
  reg        r_Rx_Data_R   = 1'b1;
  reg        r_Rx_Data     = 1'b1;
  reg        r_IQ_toggle   = 0;  
  reg [15:0] r_Hold_Counter = 0;
  reg r_Enable_prev = 0;
  reg r_Receive_Enable = 0;   
  parameter s_IDLE         = 3'b000;
  parameter s_RX_START_BIT = 3'b001;
  parameter s_RX_DATA_BITS = 3'b010;
  parameter s_RX_STOP_BIT  = 3'b011;
  parameter s_HOLD         = 3'b100;
  always @(posedge i_Clock) begin
    r_Rx_Data_R <= i_Rx_Serial;
    r_Rx_Data   <= r_Rx_Data_R;
  end
  always @(posedge i_Clock) begin
  r_Enable_prev <= i_Enable;
	if (~r_Enable_prev && i_Enable) begin
		r_Receive_Enable <= ~r_Receive_Enable;   
	end
  end
  always @(posedge i_Clock) begin
    case (r_SM_Main)
		s_IDLE: begin
		r_Clock_Count <= 0;
		r_Bit_Index   <= 0;
		if (r_Receive_Enable && r_Rx_Data == 0)   
			r_SM_Main <= s_RX_START_BIT;
		end
      s_RX_START_BIT: begin
        if (r_Clock_Count == 25) begin
          if (r_Rx_Data == 0) begin
            r_Clock_Count <= 0;
            r_SM_Main     <= s_RX_DATA_BITS;
          end else
            r_SM_Main <= s_IDLE;
        end else
          r_Clock_Count <= r_Clock_Count + 1;
      end
      s_RX_DATA_BITS: begin
        if (r_Clock_Count < 49) begin
          r_Clock_Count <= r_Clock_Count + 1;
        end else begin
          r_Clock_Count <= 0;
          r_Rx_Byte[r_Bit_Index] <= r_Rx_Data;
          if (r_Bit_Index < 7)
            r_Bit_Index <= r_Bit_Index + 1;
          else begin
            r_Bit_Index <= 0;
            r_SM_Main   <= s_RX_STOP_BIT;
          end
        end
      end
      s_RX_STOP_BIT: begin
        if (r_Clock_Count < 49)
          r_Clock_Count <= r_Clock_Count + 1;
        else begin
          r_Clock_Count <= 0;
          if (r_IQ_toggle == 0) begin
            i_Data_Out <= r_Rx_Byte;
				i_LED <= ~i_LED;
          end else begin
            q_Data_Out <= r_Rx_Byte;
				q_LED <= ~q_LED;
			end
          r_IQ_toggle <= ~r_IQ_toggle;
          r_Hold_Counter <= 0;
          r_SM_Main <= s_HOLD;
        end
      end
      s_HOLD: begin
        if (r_Hold_Counter < HOLD_DELAY)
          r_Hold_Counter <= r_Hold_Counter + 1;
        else
          r_SM_Main <= s_IDLE;
      end
      default: r_SM_Main <= s_IDLE;
    endcase
  end
endmodule
$ cat design/flow/run.sh
#!/bin/bash
# OpenROAD 26Q1-2900-gdf79404cd8, Yosys 0.63+post, stock flow scripts
make -C /OpenROAD-flow-scripts/flow DESIGN_CONFIG=/design/flow/config.mk WORK_HOME=/design/flow/orfs finish
==> results.txt <==
Synthesis and PnR results.

- The run finished with clean final reports.
- The number of antenna violations at the first check in global routing reads 0.
- For this design, the CTS-stage hold fixing added 0 buffers.
- The worst setup path is launched from a flop.
- The share of the cycle needed by the critical path after routing is between 50% and 60%.
- Endpoints failing hold in the final report were tallied at 0.
- The number of global-route vias before repair is between 1500 and 2000.
- Derived from the worst setup path, the maximum achievable clock frequency is 421 MHz.
- The buffer depth of the longest clock path is 2.
- The count of fill cells added during filler insertion reads approximately 900.
- The hold path depth reads 0.
- The cell count listed in synth_stat.txt is 236.
- The effective utilization at floorplan is 30.9%.
- The overflow left after global routing reads 0.
- Between the synthesized netlist and the finished layout, the area growth was recorded as 17.8%.
- The classification of the worst setup path is flop to flop.
- Power spread over the standard cell area amounts to 631 nW/um2.
- The critical register-to-register path endpoint is q_Data_Out[0]$_DFFE_PP_.
- The post-CTS setup-driven buffer insertion count reads 0.
- The maximum number of pins on one net before global-route repair reads 17.
- The final instance area reads between 3000 and 4000 um2.
- The endpoint kind of the worst setup timing path reads a flop.
- Checking max transition, the worst relative margin is 51.1%.
- The minimum clock period after layout reads 2.38 ns.
- The total routing resource utilization after global routing is 10.4%.
- The post-cts repair resize count reads 0.
- Setup repair after global routing left no endpoint under its margin.
- The length of the first detailed-routing pass in iterations is 4.
- The endpoint arrival time on the critical path is 2.34 ns.
- The placer's final routability congestion estimate is between 0.8 and 0.9.
- In this run the VDD rail shows a maximum IR drop of 0.208 mV.
- Cells fill between 30% and 40% of the core in the end.
- The peak fanout along the critical path is 9.
- Per the skew report, the later register of the worst-skew pair sees a clock latency of ~0.33 ns.
- For the pin with the worst max-slew slack, the measured transition is 0.731 ns.
- Final hold analysis gives a worst-case slack of 0.331 ns.
- The startpoint of the lowest-slack hold path is r_Rx_Data_R$_DFF_P_.
- The count of nets left with antenna violations once routing finished came out at 0.
- The horizontal die dimension reads around 100 um.
- The average instance area after synthesis reads 12.0 um2.
- At the worst endpoint, the required time is 3.96 ns.
- Of the synthesized area, sequential elements account for between 60% and 70%.
- The final route contains roughly 1800 vias.
- The number of port buffers reads 20.
- The die boundary height is 99.3 um.
- The clock slew seen by the registers of the worst setup and hold paths reads about 0.07 ns.
- The netlist uses 34 different library cells.
- The share of layout cells above drive strength 1 is ~8.6%.
- The count of maximum capacitance violations is 0.
- The post-synthesis instance area reads ~2800 um2.
- The number of buffers added by the clock tree synthesis step reads 9.
- After detailed routing, the average wire length per cell comes to 11.8 um.
- The path class of the tightest hold or removal check is flop to flop.
- Setup violations remaining at the end of the flow were counted as 0.
- The script logs the ratio of routed vias to standard cells as 4.69.
- Per the final report, max-transition violations number 0.
- The I/O pin total is 21.
- The first global-routing pass estimated 8.00 mm of wire.
- The placeable core region is 9200 um2.
- The die area reads 9860 um2.
- The number of sinks driven by the clock tree reads 61.
- Synthesis inferred ~61 register bits.
- Hold analysis lists the worst path endpoint as r_Rx_Data$_DFF_P_.
- The initial detailed-routing violation count is 105.
- The static leakage is 0.00114 uW.
- According to the Yosys statistics, the synthesized design has a chip area of 2840 um2.
- The final layout contains routed wiring with a total length of 4.49 mm.
- The tally of yosys warning messages is 1.
- The logic depth of the worst register-to-register path is 6.
- The critical register-to-register path startpoint reads r_Clock_Count[0]$_DFFE_PP_.
- The flop-to-flop setup slack reads 1.62 ns.
- The number of inserted diodes is 0.
- The standard-cell row count reads 35.
- The instance area after placement is about 3200 um2.
- TritonCTS built the clock tree.
- The total tool warning count is 32.
- The final power report lists total power as between 2000 and 2500 uW.
- The total DRC errors in the routed layout is 0.
- The aggregate negative setup slack reads 0 ns.
- The total half-perimeter wirelength after legalization and detailed placement is 3.02 mm.
- The setup clock skew after layout reads 0.00919 ns.
- The synthesized netlist cell count is 236.
- The H-tree depth is 3.
- The root cell of the clock tree is sky130_fd_sc_hd__clkbuf_8.
==> routing by layer <==
metal,global-route usage [%],part of all wire (%),vias up
met5,0,0,-
met4,2.26,2.2,0
met3,2.64,4.3,12
met2,14.8,42,43
met1,17.0,52,815
li1,-,-,909
==> stage by stage <==
| stage | std cells | setup WS (ns) |
|---|---|---|
| 2_1_floorplan | 236 | 1.43 |
| 3_3_place_gp | 363 | 1.68 |
| 3_5_place_dp | 363 | 1.59 |
| 4_1_cts | 379 | 1.58 |
| 5_1_grt | 379 | 1.32 |
| 6_report | 379 | 1.62 |
==> synth_stat cells <==
| cell type | instances | area [um2] |
|---|---|---|
| sky130_fd_sc_hd__edfxtp_1 | 58 | 1740 |
| sky130_fd_sc_hd__nor2_1 | 33 | 124 |
| sky130_fd_sc_hd__nand2_1 | 22 | 82.6 |
| sky130_fd_sc_hd__inv_1 | 13 | 48.8 |
| sky130_fd_sc_hd__nand3_1 | 12 | 60.1 |
| sky130_fd_sc_hd__o21ai_0 | 11 | 55.1 |
| sky130_fd_sc_hd__xnor2_1 | 11 | 96.3 |
| sky130_fd_sc_hd__ha_1 | 10 | 125 |
| sky130_fd_sc_hd__nand4_1 | 7 | 43.8 |
| sky130_fd_sc_hd__xor2_1 | 7 | 61.3 |
| sky130_fd_sc_hd__clkbuf_1 | 5 | 18.8 |
| sky130_fd_sc_hd__nor4_1 | 5 | 31.3 |
| sky130_fd_sc_hd__a21oi_1 | 4 | 20.0 |
| sky130_fd_sc_hd__nor3_1 | 4 | 20.0 |
| sky130_fd_sc_hd__nor3b_1 | 4 | 30.0 |
| sky130_fd_sc_hd__or3_1 | 4 | 25.0 |
| sky130_fd_sc_hd__dfxtp_1 | 3 | 60.1 |
| sky130_fd_sc_hd__a22o_1 | 2 | 17.5 |
| sky130_fd_sc_hd__and2_1 | 2 | 12.5 |
| sky130_fd_sc_hd__and3_1 | 2 | 12.5 |
| sky130_fd_sc_hd__and4_1 | 2 | 17.5 |
| sky130_fd_sc_hd__mux2_2 | 2 | 22.5 |
| sky130_fd_sc_hd__nor2b_1 | 2 | 12.5 |
| sky130_fd_sc_hd__a31oi_1 | 1 | 6.26 |
| sky130_fd_sc_hd__and4b_1 | 1 | 10.0 |
| sky130_fd_sc_hd__clkbuf_2 | 1 | 5.00 |
| sky130_fd_sc_hd__mux2i_1 | 1 | 10.0 |
| sky130_fd_sc_hd__nor4b_1 | 1 | 8.76 |
| sky130_fd_sc_hd__o211ai_1 | 1 | 7.51 |
| sky130_fd_sc_hd__o21a_1 | 1 | 7.51 |
| sky130_fd_sc_hd__o21ai_2 | 1 | 8.76 |
| sky130_fd_sc_hd__o31a_4 | 1 | 17.5 |
| sky130_fd_sc_hd__or4_1 | 1 | 7.51 |
| sky130_fd_sc_hd__or4_4 | 1 | 11.3 |
==> power by group <==
part	internal (uW)	switching [uW]
logic	237	325
clock network	226	249
registers	922	153
==> kinds of logic after synthesis <==
| kind of cell | count (synthesis) | synth area share, % |
|---|---|---|
| buffers and inverters | 19 | 2.56 |
| xor gates and xnor gates | 18 | 5.55 |
| adders and majority gates | 10 | 4.41 |
| DFF | 61 | 63.5 |
| muxes | 3 | 1.15 |
| and+or+nand+nor | 103 | 17.9 |
| AOI/OAI and AO/OA | 22 | 4.94 |
==> worst max-delay path, cell delays in order, from the launching register on <==
cell and delay [ns]:
sky130_fd_sc_hd__edfxtp_1 0.42, sky130_fd_sc_hd__inv_1 0.07, sky130_fd_sc_hd__ha_1 0.19, sky130_fd_sc_hd__nor3b_1 0.13
sky130_fd_sc_hd__o21ai_0 0.38, sky130_fd_sc_hd__nand2_1 0.21, sky130_fd_sc_hd__nor2_1 0.61
==> state kept, by name (all words and copies together) (netlist names) <==
register and cells:
r_Clock_Count 8, r_Rx_Data_R 1, r_SM_Main 3, q_LED 1
i_LED 1, r_IQ_toggle 1, r_Hold_Counter 16, r_Rx_Byte 8
r_Rx_Data 1, i_Data_Out 8, r_Bit_Index 3, q_Data_Out 8
r_Receive_Enable 1, r_Enable_prev 1
==> layout by cell type (no fill, tap or decap), drive strengths merged, types with 2 or more instances in the layout <==
| cell | count |
|---|---|
| o21ai | 12 |
| dfxtp | 3 |
| nor2b | 2 |
| nor3 | 4 |
| xor2 | 7 |
| mux2 | 2 |
| nor4 | 5 |
| and4 | 2 |
| ha | 10 |
| nand3 | 12 |
| clkinv | 6 |
| and3 | 2 |
| xnor2 | 11 |
| edfxtp | 58 |
| nand4 | 7 |
| clkbuf | 9 |
| a22o | 2 |
| nor2 | 33 |
| inv | 13 |
| nor3b | 4 |
| or4 | 2 |
| clkdlybuf4s50 | 20 |
| nand2 | 22 |
| or3 | 4 |
| a21oi | 4 |
| buf | 2 |
| and2 | 2 |
==> area by class of cell <==
type	instances	area, um2	area share, %
sequential	61	1800	53.9
multi-input combinational	156	965	28.8
timing repair buffer	22	215	6.43
tap	111	139	4.15
clock buffer	9	124	3.70
clock inverter	7	52.6	1.57
inverter	13	48.8	1.46
==> worst max-delay path by stage <==
| stage | cells after the start | from | to | slack (ns) |
|---|---|---|---|---|
| finish | 6 | r_Clock_Count[0]$_DFFE_PP_ | q_Data_Out[0]$_DFFE_PP_ | 1.62 |
| global route | 6 | r_Clock_Count[0]$_DFFE_PP_ | q_LED$_DFFE_PP_ | 1.32 |
| CTS | 6 | r_Clock_Count[0]$_DFFE_PP_ | i_Data_Out[7]$_DFFE_PP_ | 1.58 |
No activity file was given, so power comes from the tool's default toggle rates.
